**run.sh**
```bash
#!/bin/bash
# OpenROAD 26Q1-2900-gdf79404cd8, Yosys 0.63+post, stock flow scripts
make -C /OpenROAD-flow-scripts/flow DESIGN_CONFIG=/design/flow/config.mk WORK_HOME=/design/flow/orfs finish
```
**config.mk**
```make
export PLATFORM = sky130hd
export DESIGN_NAME = clock_divider
export DESIGN_NICKNAME = clock_divider
export VERILOG_FILES = /design/flow/design.v
export SDC_FILE = /design/flow/constraint.sdc
export NUM_CORES = 4
export LEC_CHECK = 1
export CORE_UTILIZATION = 30
```
**design.v**
```verilog
module clock_divider (clk, rst, divided_clocks);
 input logic clk, rst;
 output logic [31:0] divided_clocks = 0;
 always_ff @(posedge clk) begin
	divided_clocks <= divided_clocks + 1;
 end
endmodule 
```
**constraint.sdc**
```tcl
current_design clock_divider

set clk_period 4.4
set clk_io_pct 0.2

create_clock -name clk0 -period $clk_period [get_ports {clk}]

set non_clock_inputs [all_inputs -no_clocks]
set_input_delay [expr $clk_period * $clk_io_pct] -clock clk0 $non_clock_inputs
set_output_delay [expr $clk_period * $clk_io_pct] -clock clk0 [all_outputs]
```
==> results_dict.tcl <==
# place-and-route summary
set metrics [dict create \
    regMostFlops "divided_clocks" \
    cpPeakStageDelay_ns 0.50 \
    numCtsBuffers 5 \
    tns_ns 0 \
    layout-drive-gt1-share_pct 11.0 \
    postCtsHoldBufs 0 \
    die_w_um 68.3 \
    io_buffers 32 \
    crit_type "flip-flop to output pin" \
    place.gp.congestion 0.741 \
    largest_registers "divided_clocks x32" \
    wl_per_cell_um 11.3 \
    critical-path-top-delay-family "buffers and inverters" \
    ir_worst_vdd_v 0.000156 \
    antenna_found_initial 0 \
    grt_use_total_pct 10.9 \
    total_power_mw 0.517 \
    min_path_type "flip-flop to flip-flop" \
    crit_buf_inv 1 \
    lay_top_cells "32 x dfxtp_1, 32 x clkdlybuf4s50_1, 20 x xor2_1" \
    cts_resized 0 \
    postSynthAreaPerCell_um2 10.4 \
    num_rows 23 \
    synth.distinct_cells 24 \
    drc 0 \
    cp_slowest_cell "clkdlybuf4s50_1" \
    sw_frac_of_total_pct 19.8 \
    max_freq_mhz 478 \
    warning_count 26 \
    grt_first_pass_wirelength_um 3840 \
    critPathLaunchType "flip-flop" \
    ys_seq_share_pct 48.6 \
    clockBufferDepth 2 \
    drt.antenna.violating_nets 0 \
    dp_hpwl_um 1680 \
    power_density_nw_per_um2 292 \
    crit_arrival_ns 1.21 \
    ys_ff 32 \
    die_h_um 68.3 \
    io_pins 34 \
    final-setup-viol-count 0 \
    timing.rr.start "divided_clocks[0]" \
    first_iter_violations 8 \
    cts_tree "built" \
    clk_pin_slew_worst_paths_ns 0.07 \
    num_antenna_cells 0 \
    p_sw_mw 0.102 \
    tightest_slew_ns 0.570 \
    root_buffer "clkbuf_8" \
    dr_total_vias 972 \
    firstDrtPassIters 3 \
    logic_area_um2 634 \
    regArea_um2 641 \
    synthCells 127 \
    finalMaxSlewViolations 0 \
    grt-ovfl-total 0 \
    core_um2 4120 \
    synthesis.area_um2 1320 \
    dieArea_um2 4660 \
    cp-end-kind "output pin" \
    fill_cells 374 \
    hp-start "divided_clocks[0]" \
    top_area_share_pct 48.6 \
    largest_reg_flops 32 \
    slew_headroom_pct 61.9 \
    crit_chain "clkdlybuf4s50_1" \
    h-tree-depth 2 \
    clock_skew_ns 0.00599 \
    ys_warn_count 1 \
    rsz0062_at_grt "false" \
    yosysCellCount 127 \
    hold_violations 0 \
    grt_max_degree 12 \
    post_drt_via_cell_ratio 4.56 \
    p_comb_share_pct 0 \
    fin_cells 213 \
    setup.worst_path.start "divided_clocks[2]" \
    clkLatencyLatePin_ns 0.28 \
    initial_utilization_pct 32.0 \
    maxCapViolCount 0 \
    place_inst 205 \
    largest_area_cell "dfxtp_1" \
    layout_min_cycle_time_ns 2.09 \
    cts_sinks 32 \
    area_growth_syn_to_layout_pct 34.2 \
    fin_crit_sh_pct 47.6 \
    power_leakage_nw 0.710 \
    ys_chip_area_um2 1320 \
    post_cts_buffers 0 \
    clockPowerShare_pct 43.9 \
    top_cells_by_area "dfxtp_1 49%, xor2_1 13%, xnor2_1 6.6%" \
    seqPwrFrac_pct 56.1 \
    drt-total-wl_um 2410 \
    worstPathMaxFanout 6 \
    grt_pass1_vias 865 \
    p_int_mw 0.414 \
    status "completed" \
    critPathRequiredTime_ns 3.52 \
]
synth_stat cells, drive strengths merged:
master / n
and3: 2
and4: 4
buf: 4
dfxtp: 32
ha: 1
inv: 5
nand2: 9
nand2b: 1
nand3: 12
nand4: 3
nor2: 6
nor3: 4
nor3b: 1
nor4: 10
or2: 1
or3: 2
xnor2: 10
xor2: 20
cell families (layout without fill, tap and decap cells):
family / after synthesis / after routing / synth area share, %
XOR/XNOR: 30 / 30 / 19.9
adder cells (fa/ha/maj): 1 / 1 / 0.949
buffers and inverters: 9 / 45 / 3.32
flip-flops: 32 / 32 / 48.6
AND/OR/NAND/NOR: 55 / 55 / 27.2
metrics by stage:
step / cell area (um2) / util [%] / worst slack (ns) / hold slack, ns
2_1_floorplan: 1320 / - / 2.83 / 0.394
3_3_place_gp: 1680 / 40.7 / 2.57 / 0.428
5_1_grt: 1770 / 43.0 / 2.22 / 0.477
4_1_cts: 1770 / 43.0 / 2.29 / 0.451
3_5_place_dp: 1680 / 40.7 / 2.53 / 0.434
6_report: 1770 / 43.0 / 2.31 / 0.448
metal layers:
layer | wire, um | share of wire (%) | global-route usage (%)
met5 | 0 | 0 | 0
met4 | 21 | 0.87 | 2.08
met3 | 143 | 5.9 | 2.87
met2 | 1050 | 43 | 16.4
met1 | 1200 | 50 | 16.1
power by group through the flow:
stage,registers (mW),logic [mW],clock network [mW]
finish,0.290,0.000000401,0.227
CTS,0.290,0.000000401,0.235
global route,0.289,0.000000401,0.249
area by class of cell:
cell class	instances	area share, %
multi-input cells	86	35.9
well taps	50	3.54
flip-flops and latches	32	36.2
clock buffers	6	4.67
inverters	5	1.06
clock inverters	2	0.566
repair buffers	32	18.1
path summary, 6_finish.rpt:
check / end / slack, ns / depth (start not counted)
max: divided_clocks[2] / 2.31 / 1
max reg2reg: divided_clocks[24] / 2.56 / 5
min: divided_clocks[0] / 0.45 / 1
min reg2reg: divided_clocks[0] / 0.45 / 1
Power is estimated from default activity; no workload was simulated.
